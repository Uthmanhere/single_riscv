--- flow/design.v ---
module pc (
	input	clk,
	input	rst,
	output	[31:0]	inst_addr
	);
	always_ff @(posedge clk) begin
		case (rst)
			1	:	inst_addr <= 0;
			0	:	inst_addr <= inst_addr + 4;
		endcase
	end
endmodule
--- flow/run.sh ---
#!/bin/bash
# OpenROAD 26Q1-2900-gdf79404cd8, Yosys 0.63+post, stock flow scripts
make -C /OpenROAD-flow-scripts/flow DESIGN_CONFIG=/design/flow/config.mk WORK_HOME=/design/flow/orfs finish
--- flow/config.mk ---
export PLATFORM = sky130hd
export DESIGN_NAME = pc
export DESIGN_NICKNAME = pc
export VERILOG_FILES = /design/flow/design.v
export SDC_FILE = /design/flow/constraint.sdc
export NUM_CORES = 4
export LEC_CHECK = 1
export CORE_AREA = 10 10 113 113
export DIE_AREA = 0 0 123 123
--- flow/constraint.sdc ---
current_design pc

set clk_period 3.7
set clk_io_pct 0.2

create_clock -name clk0 -period $clk_period [get_ports {clk}]

set non_clock_inputs [all_inputs -no_clocks]
set_input_delay [expr $clk_period * $clk_io_pct] -clock clk0 $non_clock_inputs
set_output_delay [expr $clk_period * $clk_io_pct] -clock clk0 [all_outputs]
==> deck_impl_summary.md <==
Key Metrics from the Run

Run status
  – Status: complete, no violations

Detailed routing
  – Drt first-iter violations: 74
  – Routed via count: 1288
  – Number of detailed-routing iterations run before antenna repair: 4
  – Antenna diode instance count: 0
  – Wirelength per Cell: 11.55 um
  – Final routed DRC violation total: 0
  – Antenna viol nets, final: 0
  – Ratio of routed vias to standard cells: 3.951
  – Total detailed-routing wirelength: 3764 um

Placement
  – Count of input and output buffers: 31
  – RD Place Congestion: 0.7720
  – Detailed Place HPWL: 2654 um

Setup path
  – Data required, critical path: 3.91 ns
  – Worst setup EP type: register
  – Setup crit start kind: register
  – Classification of the worst setup path: reg -> reg
  – Cells along the critical path: nand3_2 > or4_1 > or4_1 > a21oi_1
  – Cell repeated most along the worst path: or4_1
  – Data arrival time at the worst-slack endpoint: 2.44 ns
  – Slowest Stage Delay on Critical Path: 0.81 ns
  – Worst-path cell with the longest stage delay: or4_1
  – Crit path max fanout: 18

Yosys
  – Netlist cell types: 26
  – Dominant register cell: dfxtp_1
  – Cell Area, Synth: 1363 um^2
  – Syn Area/Cell: 8.516 um^2
  – Asr flop ratio synth: 0%
  – Ys Warns: 3
  – Post-synth EDFFs: 0
  – Register bit count reported by yosys: 30
  – Proportion of netlist area held by the largest area contributor: 44.08%
  – Yosys cell count: 160
  – Post-synthesis chip area from yosys: 1363 um^2
  – Area contributors post-synth: dfxtp_1, or4_1, o31ai_1, a21oi_1, xnor2_1
  – Largest area contributor in the synthesized netlist: dfxtp_1
  – Most frequent cell after synthesis: dfxtp_1
  – Most common library cells after synthesis: dfxtp_1, a21oi_1, nor2_1, or4_1, o31ai_1
  – Register share after synthesis: 44.08%
  – Number of standard cells after synthesis: 160

Final layout
  – Largest register by flop count: inst_addr
  – Largest registers ranked by flip-flop count: inst_addr: 30 flops
  – Layout overhead on the synthesized area: 38.20%
  – Finished Core Util: 18.24%
  – Number of flip-flops under the largest register name: 30
  – Layout cell share with drive strength beyond 1: 4.211%

Power
  – Leak pwr: 0.0005171 uW
  – Overall power of the completed layout: 591.9 uW
  – Maximum vdd ir drop: 164.3 uV
  – Cell area power density: 314.3 nW/um^2

Clock network
  – CTS Buf Count: 5
  – Root cell of the clock tree: clkbuf_8
  – Clock Tree Buf Depth: 2
  – Insertion Delay late pin: 0.28 ns
  – Clock sink count: 30
  – Reg clk slew, reported paths: 0.06 ns
  – Cells resized by post-CTS repair: 0
  – Number of levels the H-tree was split into: 2
  – Clock tree from TritonCTS: done
  – CTS Hold Buffers Added: 0
  – # Post-CTS Setup Buffers: 0

Timing
  – Share of the clock period used by the worst path: 60.36%
  – Final hold violations: 0
  – Count of endpoints failing setup in the final report: 0
  – Highest attainable clock frequency: 447.8 MHz
  – Setup TNS: 0 ns
  – Period minus WS final: 2.233 ns
  – Slew Limit Fails: 0
  – Slew margin rel.: 58.77%
  – RSZ-0062 raised after global routing: no
  – Transition at the pin with the smallest max-transition slack: 0.6166 ns
  – Clk_skew: 0.004012 ns
  – Hold Worst Slack: 0.4834 ns

Floorplan
  – Total die area: 15130 um^2
  – # rows: 37
  – Die Width: 123 um
  – Area inside the core boundary: 10320 um^2
  – DIE HEIGHT: 123 um
  – Effective utilization at floorplan: 13.20%
  – Number of I/O pins: 34

GRT
  – Number of global-route vias before repair: 1111
  – Initial antenna violation count: 0
  – Total track usage: 4.889%
  – Pin count of the biggest net entering global routing: 32
  – Global route total overflow: 0
  – Global-route wire length before repair: 6009 um

Hold path
  – Hold WC Path Type: reg -> reg

Run
  – Max-Cap Viols: 0
  – OpenROAD warning count: 25
metal layers:
layer | up-vias | routed length, um | GRT usage (%)
met3 | 5 | 413 | 2.498
li1 | 645 | - | -
met2 | 33 | 1600 | 6.827
met5 | - | 0 | 0
met1 | 605 | 1724 | 6.871
met4 | 0 | 27 | 0.4367
cell type report:
cell class,count,area [um^2]
clock buffer,7,76.32
tap,136,170.2
fill,1142,8441
multi-input combinational,117,703.2
sequential,30,600.6
timing repair buffer,32,317.8
inverter,4,15.01
layout by cell type (no fill, tap or decap), types with 5 or more instances in the layout:
cell              n
dfxtp_1          30
o21ai_0           5
clkdlybuf4s50_1  31
xnor2_1           8
nand3_1           9
or3_1             6
clkbuf_8          5
a21oi_1          17
or4_1            13
nor2_1           13
o31ai_1          12
nand2_1          10
nand4_1           5
worst max-delay path, delay by kind of cell (launching register included):
family | cells | cell delay, ns
AND/OR/NAND/NOR | 3 | 1.56
flip-flops | 1 | 0.45
AND-OR/OR-AND | 1 | 0.15
logic make-up (layout without fill, tap and decap cells):
| logic type | count (synthesis) | count (layout) | synth area share [%] |
|---|---|---|---|
| compound gates | 34 | 34 | 14.69 |
| xor+xnor | 10 | 10 | 6.428 |
| fa+ha+maj | 1 | 1 | 0.9181 |
| buf+inv | 14 | 43 | 4.590 |
| flops | 30 | 30 | 44.08 |
| mux | 1 | 1 | 0.8264 |
| other cells | 1 | 2 | 0.2752 |
| simple gates | 69 | 69 | 28.19 |
worst paths after layout:
| path | slack, ns | cells past startpoint | startpoint | to |
|---|---|---|---|---|
| max | 1.47 | 4 | inst_addr[4] | inst_addr[21] |
| min | 0.48 | 2 | inst_addr[31] | inst_addr[31] |
| max reg2reg | 1.47 | 4 | inst_addr[4] | inst_addr[21] |
| min reg2reg | 0.48 | 2 | inst_addr[31] | inst_addr[31] |
metrics by stage:
| step | worst slack, ns | instance area, um^2 | std cells |
|---|---|---|---|
| CTS | 1.468 | 1883 | 326 |
| global placement | 1.515 | 1807 | 319 |
| detailed placement | 1.473 | 1807 | 319 |
| floorplan | 1.784 | 1366 | 161 |
| finish | 1.467 | 1883 | 326 |
| global route | 1.302 | 1883 | 326 |
power by group:
group          leakage [uW]  switching, uW  internal, uW
clock             0.0000383            116           129
sequential         0.000242           3.71           326
combinational      0.000237           8.81          8.65
Power figures rest on the tool's default switching activity, not on a simulated workload.
